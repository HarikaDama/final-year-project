### design/flow/run.sh
#!/bin/bash
# OpenROAD 26Q1-2900-gdf79404cd8, Yosys 0.63+post, stock flow scripts
make -C /OpenROAD-flow-scripts/flow DESIGN_CONFIG=/design/flow/config.mk WORK_HOME=/design/flow/orfs finish
### design/flow/config.mk
export PLATFORM = sky130hd
export DESIGN_NAME = Approximate_Floating_Multiplier_32bit
export DESIGN_NICKNAME = Approximate_Floating_Multiplier_32bit
export VERILOG_FILES = /design/flow/design.v
export SDC_FILE = /design/flow/constraint.sdc
export NUM_CORES = 4
export LEC_CHECK = 1
export CORE_AREA = 10 10 109 109
export DIE_AREA = 0 0 119 119
### design/flow/constraint.sdc
current_design Approximate_Floating_Multiplier_32bit

set clk_period 5.1
set clk_io_pct 0.2

create_clock -name clk0 -period $clk_period [get_ports {clk1}]
create_clock -name clk1 -period $clk_period [get_ports {clk2}]
create_clock -name clk2 -period $clk_period [get_ports {clk3}]

set non_clock_inputs [all_inputs -no_clocks]
set_input_delay [expr $clk_period * $clk_io_pct] -clock clk0 $non_clock_inputs
set_output_delay [expr $clk_period * $clk_io_pct] -clock clk0 [all_outputs]
### design/flow/design.v
`timescale 1 ns / 1 ps
module Approximate_Floating_Multiplier_32bit (
	input              clk1,
	input              clk2,
	input              clk3,
	input              reset,
	input       [31:0] A,
	input       [31:0] B,
	input       [1:0]  Mode,
	output wire [31:0] App_FP,
	output wire        clk_out
);
wire        clk_outx;
wire        select_1;
wire        select_2;
wire        select_3;
wire  [2:0] SEL;
wire        Areg_sign;
wire  [7:0] Areg_exponent;
wire  [6:0] Areg_mantissa;
wire  [5:0] mAh;
wire        Breg_sign;
wire  [7:0] Breg_exponent;
wire  [6:0] Breg_mantissa;
wire  [5:0] mBh;
wire        sign_bit;
wire  [8:0] E_sum;
wire  [8:0] EA_EB;
wire  [6:0] Manti_C;
wire  [7:0] Exponent_out;
wire  [7:0] Mantissa_out;
wire  [7:0] M_sum;
wire  [7:0] MC_sum;
wire  [2:0] Mode_ctl;
assign clk_out = clk_outx;
assign SEL     = {select_3,select_2,select_1};
Frequency_Precision_Controller fpcx1 (
	.clk1              (clk1),
	.clk2              (clk2),
	.clk3              (clk3),
	.reset             (reset),
	.Mode              (Mode),
	.clk_out           (clk_outx),
	.select_1          (select_1),
	.select_2          (select_2),
	.select_3          (select_3)
);
Mode_Register Modex1 (
	.clk               (clk_outx),
	.reset             (reset),
	.SEL               ({select_3,select_2,select_1}),
	.Mode_ctl          (Mode_ctl)
);
Input_Register Input_inst (
	.clk               (clk_outx),
	.reset             (reset),
	.input_a           (A),
	.input_b           (B),
	.Areg_sign         (Areg_sign),
	.Areg_exponent     (Areg_exponent),
	.Areg_mantissa     (Areg_mantissa),
	.mAh               (mAh),
	.Breg_sign         (Breg_sign),
	.Breg_exponent     (Breg_exponent),
	.Breg_mantissa     (Breg_mantissa),
        .mBh               (mBh)
);
Error_Correction_Module ECMx1 (
	.mA                (mAh),
	.mB                (mBh),
	.SEL               (Mode_ctl),
	.Manti_C           (Manti_C)
);
assign sign_bit = Areg_sign ^ Breg_sign;
Brent_Kung_Adder_8Bit bkax1 (
	.A             (Areg_exponent),    
	.B             (Breg_exponent),     
    	.Cin           (1'b1),   
    	.Sum           (EA_EB[7:0]),  
    	.Cout          (EA_EB[8])
);
assign Exponent_out = EA_EB[7:0] - 8'd127;  
Brent_Kung_Adder_8Bit bkax2 (
	.A             ({1'b0,Areg_mantissa}),    
	.B             ({1'b0,Breg_mantissa}),     
    	.Cin           (1'b0),   
    	.Sum           (M_sum),  
    	.Cout          ( )
);
Brent_Kung_Adder_8Bit bkax3 (
	.A             (M_sum),    
	.B             ({1'b0,Manti_C}),     
    	.Cin           (1'b0),   
    	.Sum           (MC_sum),  
    	.Cout          ( )
);
assign Mantissa_out = (EA_EB[8] == 1'b0)? M_sum : MC_sum;  
Exception_Processing expx1 (
	.sign_bit               (sign_bit),
	.Exponent_out           (Exponent_out),
	.Mantissa_out           (Mantissa_out),
	.App_FP                 (App_FP)
);
endmodule
`timescale 1 ns / 1 ps
module Brent_Kung_Adder_3Bit (
	input wire  [2:0]  A,
	input wire  [2:0]  B,
	input              Cin,
	output wire [2:0]  Sum,
	output wire        Cout
);
wire [2:0] gka;
wire [2:0] pka;
wire [1:0] o_gk1;
wire       o_pk1;
wire       o_gk4;
wire [2:0] gx;
wire [2:0] p;
wire [2:0] g;
assign p           = A ^ B;
assign g           = A & B;
assign gka[0]      = Cin;
assign gka[2:1]    = g[1:0];
assign pka         = p[1:0];
grey  gc_0  (                   .i_gj (gka[0 ]),  .i_pk (p[0 ]    ), .i_gk (g[0 ]    ), .o_g (o_gk1[0]));
black bc_0  ( .i_pj (pka[1 ]),  .i_gj (gka[2 ]),  .i_pk (p[2 ]    ), .i_gk (g[2 ]    ), .o_g (o_gk1[1]), .o_p (o_pk1) );
grey  gc_1  (                   .i_gj (o_gk1[0]), .i_pk (o_pk1    ), .i_gk (o_gk1[1 ]), .o_g (o_gk2));
grey  gc_2  (                   .i_gj (o_gk1[0]), .i_pk (p[1 ]    ), .i_gk (g[1 ]    ), .o_g (o_gk4));
assign gx[2 ] = o_gk2;
assign gx[1 ] = o_gk4;
assign gx[0 ] = o_gk1[0];
Sum_Logic_3bit SLG (
	.cin              (Cin),
	.gx               (gx),
	.px               (p),
	.sum_output       (Sum),
	.cout             (Cout)
);
endmodule
`timescale 1 ns / 1 ps
module Brent_Kung_Adder_12Bit (
    	input  [11:0] A,     
    	input  [11:0] B,     
    	input         Cin,   
    	output [11:0] Sum,  
    	output        Cout  
);
wire [3:0] carry;
Brent_Kung_Adder_3Bit BKA_0 (
    	.A           (A[2:0]),   
    	.B           (B[2:0]),   
    	.Cin         (Cin), 
    	.Sum         (Sum[2:0]), 
    	.Cout        (carry[0])
);
Brent_Kung_Adder_3Bit BKA_1 (
    	.A           (A[5:3]),   
    	.B           (B[5:3]),   
    	.Cin         (carry[0]), 
    	.Sum         (Sum[5:3]), 
    	.Cout        (carry[1])
);
Brent_Kung_Adder_3Bit BKA_2 (
    	.A           (A[8:6]),   
    	.B           (B[8:6]),   
    	.Cin         (carry[1]), 
    	.Sum         (Sum[8:6]), 
    	.Cout        (carry[2])
);
Brent_Kung_Adder_3Bit BKA_3 (
    	.A           (A[11:9]),   
    	.B           (B[11:9]),   
    	.Cin         (carry[2]), 
    	.Sum         (Sum[11:9]), 
    	.Cout        (Cout)
);
endmodule
`timescale 1 ns / 1 ps
module Brent_Kung_Adder_8Bit (
    	input  [7:0] A,     
    	input  [7:0] B,     
    	input        Cin,   
    	output [7:0] Sum,  
    	output       Cout  
);
wire [1:0] carry;
wire [8:0] Sumx;
assign Sum = Sumx[7:0];
Brent_Kung_Adder_3Bit BKA_0 (
    	.A           (A[2:0]),   
    	.B           (B[2:0]),   
    	.Cin         (Cin), 
    	.Sum         (Sumx[2:0]), 
    	.Cout        (carry[0])
);
Brent_Kung_Adder_3Bit BKA_1 (
    	.A           (A[5:3]),   
    	.B           (B[5:3]),   
    	.Cin         (carry[0]), 
    	.Sum         (Sumx[5:3]), 
    	.Cout        (carry[1])
);
Brent_Kung_Adder_3Bit BKA_2 (
    	.A           ({1'b0,A[7:6]}),   
    	.B           ({1'b0,B[7:6]}),   
    	.Cin         (carry[1]), 
    	.Sum         (Sumx[8:6]), 
    	.Cout        (Cout)
);
endmodule
`timescale 1 ns / 1 ps
module D_Flip_Flop (
	input           clk,
	input           reset,
	input           din,
	output reg      q,
	output reg      qb
);
always @ (posedge clk or negedge reset)
begin
	if (reset == 1'b0) begin
		q    <= 1'b0;
		qb   <= 1'b1;
	end
	else begin
		q    <= din;
		qb   <= ~din;
	end
end
endmodule
`timescale 1 ns / 1 ps
module Error_Correction_Module (
	input       [5:0] mA,
	input       [5:0] mB,
	input       [2:0] SEL,
	output wire [6:0] Manti_C
);
wire [5:0]  result1;
wire [5:0]  result2;
wire [5:0]  result3;
wire [5:0]  result4;
wire [11:0] CLA_result;
wire [11:0] truncated_result;
wire [11:0] result_x;
wire [11:0] result_y;
FECE fecex1 ( .x (mA[5:3]), .y (mB[5:3]), .Sout (result1) );
FECE fecex2 ( .x (mA[5:3]), .y (mB[2:0]), .Sout (result2) );
FECE fecex3 ( .x (mA[2:0]), .y (mB[5:3]), .Sout (result3) );
FECE fecex4 ( .x (mA[2:0]), .y (mB[2:0]), .Sout (result4) );
assign result_x = {result1,result2};
assign result_y = {result3,result4};
Brent_Kung_Adder_12Bit BKAx1 (
	.A                  (result_x),     
    	.B                  (result_y),     
    	.Cin                (1'b0),   
    	.Sum                (CLA_result),  
    	.Cout               ( )  
);
Truncation_Precison_Selection Tpsx1 (
       .CLA_result          (CLA_result),
       .SEL                 (SEL),
       .Truncated_result    (Manti_C)
);
endmodule
`timescale 1 ns / 1 ps
module Exception_Processing (
	input              sign_bit,
	input        [7:0] Exponent_out,
	input        [7:0] Mantissa_out,
	output reg  [31:0] App_FP
);
always @(*)
begin
	if (Exponent_out == 'b0) begin
	       App_FP           = 'b0;
        end
	else if (Exponent_out == 8'b1111_1111) begin
		App_FP          = {sign_bit,31'b111_1111_1111_1111_1111_1111_1111_1111};
	end
	else begin
		App_FP          = {sign_bit,Exponent_out,Mantissa_out,15'b0};
	end
end
endmodule
`timescale 1 ns / 1 ps
module FECE (
	input       [2:0] x,
	input       [2:0] y,
	output wire [5:0] Sout
);
wire   a0b0;
wire   a0b1;
wire   a0b2;
wire   a1b0;
wire   a1b1;
wire   a1b2;
wire   a2b0;
wire   a2b1;
wire   a2b2;
wire   sx1;
wire   sx2;
wire   cx1;
wire   cx2;
wire   cx3;
Partial_Product_Generation ppgx1 (
	.a            (x),
	.b            (y),
	.a0b0         (a0b0),
	.a0b1         (a0b1),
	.a0b2         (a0b2),
	.a1b0         (a1b0),
	.a1b1         (a1b1),
	.a1b2         (a1b2),
	.a2b0         (a2b0),
	.a2b1         (a2b1),
	.a2b2         (a2b2)
);
assign Sout[0] = a0b0;
Half_Adder hx1 ( .a (a0b1), .b (a1b0),            .sum (Sout[1]), .carry (cx1) );
Full_Adder fx1 ( .a (a0b2), .b (a1b1), .c (a2b0), .sum (sx1    ), .carry (cx2) );
Half_Adder hx2 ( .a (a1b2), .b (a2b1),            .sum (sx2    ), .carry (cx3) );
Brent_Kung_Adder_8Bit bkax1 (
    	.A          ({a2b2,sx2,sx1}),
    	.B          ({cx3,cx2,cx1}),
    	.Cin        (1'b0),
    	.Sum        (Sout[4:2]),
    	.Cout       (Sout[5])
);
endmodule
`timescale 1 ns / 1 ps
module Frequency_Precision_Controller (
	input             clk1,
	input             clk2,
	input             clk3,
	input             reset,
	input       [1:0] Mode,
	output wire       clk_out,
	output wire       select_1,
	output wire       select_2,
	output wire       select_3
);
wire sel_x1;
wire sel_x2;
wire sel_x3;
wire x1;
wire x2;
wire x3; 
wire x1_samp;
wire x2_samp;
wire x3_samp;
wire qb1;
wire qb2;
wire qb3;
wire y1;
wire y2;
wire y3;
wire q1;
wire q2;
wire q3;
assign select_1 = sel_x1;
assign select_2 = sel_x2;
assign select_3 = sel_x3;
One_Hot_Encoder OHEx1 (
	.Mode_input      (Mode),
	.select_1        (sel_x1),
	.select_2        (sel_x2),
	.select_3        (sel_x3)
);
assign x1 = sel_x1 & qb3 & qb2;
D_Flip_Flop dx1 ( .clk (clk1), .reset (reset), .din (x1),      .q (x1_samp), .qb(   ) );
D_Flip_Flop dx2 ( .clk (clk1), .reset (reset), .din (x1_samp), .q (q1     ), .qb(qb1) );
assign y1 = q1 & clk1;
assign x2 = sel_x2 & qb1 & qb3;
D_Flip_Flop dx3 ( .clk (clk2), .reset (reset), .din (x2),      .q (x2_samp), .qb(   ) );
D_Flip_Flop dx4 ( .clk (clk2), .reset (reset), .din (x2_samp), .q (q2     ), .qb(qb2) );
assign y2 = q2 & clk2;
assign x3 = sel_x3 & qb1 & qb2;
D_Flip_Flop dx5 ( .clk (clk3), .reset (reset), .din (x3),      .q (x3_samp), .qb(   ) );
D_Flip_Flop dx6 ( .clk (clk3), .reset (reset), .din (x3_samp), .q (q3     ), .qb(qb3) );
assign y3 = q3 & clk3;
assign clk_out = y1 | y2 | y3;
endmodule
`timescale 1 ns / 1 ps
module Full_Adder (
	input         a,
	input         b,
	input         c,
	output wire   sum,
	output wire   carry
);
wire s1;
wire c1;
wire c2;
Half_Adder h1 ( .a (a ), .b (b), .sum (s1 ), .carry (c1) );
Half_Adder h2 ( .a (s1), .b (c), .sum (sum), .carry (c2) );
assign carry = c1 | c2;
endmodule
`timescale 1 ns / 1 ps
module Half_Adder (
	input         a,
	input         b,
	output wire   sum,
	output wire   carry
);
assign sum   = a ^ b;
assign carry = a & b;
endmodule
`timescale 1 ns / 1 ps
module Input_Register (
	input             clk,
	input             reset,
	input      [31:0] input_a,
	input      [31:0] input_b,
	output reg        Areg_sign,
	output reg  [7:0] Areg_exponent,
	output reg  [6:0] Areg_mantissa,
	output reg  [5:0] mAh,
	output reg        Breg_sign,
	output reg  [7:0] Breg_exponent,
	output reg  [6:0] Breg_mantissa,
        output reg  [5:0] mBh
);	
always @ (posedge clk or negedge reset)
begin
	if (reset == 1'b0) begin
		Areg_sign       <= 'b0;
		Areg_exponent   <= 'b0;
		Areg_mantissa   <= 'b0;
		mAh             <= 'b0;
		Breg_sign       <= 'b0; 
		Breg_exponent   <= 'b0;
		Breg_mantissa   <= 'b0;
		mBh             <= 'b0;
	end
	else begin
		Areg_sign       <= input_a[31];
		Areg_exponent   <= input_a[30:23];
		Areg_mantissa   <= input_a[22:16];
		mAh             <= input_a[15:10];   
		Breg_sign       <= input_b[31]; 
		Breg_exponent   <= input_b[30:23];
		Breg_mantissa   <= input_b[22:16];
		mBh             <= input_b[15:10];
	end
end
endmodule
`timescale 1 ns / 1 ps
module Mode_Register (
	input            clk,
	input            reset,
	input      [2:0] SEL,
	output reg [2:0] Mode_ctl
);
always @ (posedge clk or negedge reset)
begin
	if (reset == 1'b0) begin
		Mode_ctl <= 'b0;
	end
	else begin
		Mode_ctl <= SEL;
	end
end
endmodule
`timescale 1 ns / 1 ps
module One_Hot_Encoder (
	input       [1:0] Mode_input,
	output reg        select_1,
	output reg        select_2,
	output reg        select_3
);
always @(*)
begin
	case (Mode_input)
		2'b00 : begin
			select_1  = 1'b1;
			select_2  = 1'b0;
			select_3  = 1'b0;
		end
		2'b01 : begin
			select_1  = 1'b1;
			select_2  = 1'b0;
			select_3  = 1'b0;
		end
		2'b10 : begin
			select_1  = 1'b0;
			select_2  = 1'b1;
			select_3  = 1'b0;
		end
		3'b11 : begin
			select_1  = 1'b0;
			select_2  = 1'b0;
			select_3  = 1'b1;
		end
		default: begin
		end
	endcase
end
endmodule
`timescale 1 ns / 1 ps
module Partial_Product_Generation (
	input          [2:0] a,
	input          [2:0] b,
	output wire          a0b0,
	output wire          a0b1,
	output wire          a0b2,
	output wire          a1b0,
	output wire          a1b1,
	output wire          a1b2,
	output wire          a2b0,
	output wire          a2b1,
	output wire          a2b2
);
assign a0b0 = a[0] & b[0];
assign a0b1 = a[0] & b[1];
assign a0b2 = a[0] & b[2];
assign a1b0 = a[1] & b[0];
assign a1b1 = a[1] & b[1];
assign a1b2 = a[1] & b[2];
assign a2b0 = a[2] & b[0];
assign a2b1 = a[2] & b[1];
assign a2b2 = a[2] & b[2];
endmodule
`timescale 1 ns / 1 ps
module Sum_Logic_3bit (
	input             cin,
	input       [2:0] gx,
	input       [2:0] px,
	output wire [2:0] sum_output,
	output wire       cout
);
assign cout             = gx[2];
assign sum_output[0]    = cin ^ px[0];
assign sum_output[2:1]  = gx[1:0] ^ px[2:1];
endmodule
`timescale 1 ns / 1 ps
module Truncation_Precison_Selection (
	input       [11:0] CLA_result,
	input        [2:0] SEL,
	output reg   [6:0] Truncated_result
);
always @(*) begin
	case (SEL)
		3'b000  : begin Truncated_result = CLA_result[11:5]; end  
		3'b001  : begin Truncated_result = CLA_result[10:4]; end  
		3'b010  : begin Truncated_result = CLA_result[9:3];  end  
		3'b011  : begin Truncated_result = CLA_result[8:2];  end  
		3'b100  : begin Truncated_result = CLA_result[7:1];  end  
		3'b101  : begin Truncated_result = CLA_result[6:0];  end  
		default : begin Truncated_result = CLA_result[6:0];  end
	endcase
end
endmodule
`timescale 1 ns / 1 ps
module black(
  input  wire i_pj,
  input  wire i_gj,
  input  wire i_pk,
  input  wire i_gk,
  output wire o_g,
  output wire o_p
);
assign o_g = i_gk | (i_gj & i_pk);
assign o_p = i_pk & i_pj;
endmodule
`timescale 1 ns / 1 ps
module grey(
  input  wire i_gj,
  input  wire i_pk,
  input  wire i_gk,
  output wire o_g
);
assign o_g = i_gk | (i_gj & i_pk);
endmodule
==> results.py <==
# Auto-generated metrics
metrics = {
    "routing": {
        "drc": 0,
        "drt-pass1-iter-count": 6,
        "drt_iter0_drc": 42,
        "wl_um": 5140,
        "wire_per_inst_um": 12.0,
        "vias_per_cell": 3.76,
        "postRouteAntennaNets": 0,
        "vias": 1611,
        "diodes": 0,
    },
    "worst_setup_path": {
        "crit_path_start_kind": "clock port",
        "cp.arrival_ps": 3920,
        "critPathCaptureType": "primary output",
        "worstPathRequired_ps": 4080,
        "path_class": "clock port to primary output",
        "cp_max_fo": 10,
    },
    "die": {
        "fp_util_pct": 20.8,
        "ios": 103,
        "die-area_mm2": 0.0142,
        "die_height_um": 119,
        "core_area_mm2": 0.00964,
        "rows": 36,
        "fp.dieW_um": 119,
    },
    "placed_design": {
        "hpwl_um": 3550,
        "post-place-ws_ps": 350,
        "gp_congestion": 0.706,
        "port_buffers": 68,
        "dp_cells": 347,
        "dpl-instance-area_mm2": 0.00276,
    },
    "final_timing": {
        "rsz0062_at_grt": "true",
        "tightest_slew_ps": 513,
        "slew_headroom_pct": 65.8,
        "slew_violations": 0,
        "setup_ws_ps": 155,
        "timing_hold_violations_final": 0,
        "setup_violations": 0,
        "fin_skew_ps": 4.71,
    },
    "synth": {
        "synth.avg_cell_area_um2": 12.6,
        "async_reset_ff_share_pct": 100,
        "ys_warn_count": 10,
        "synth_cell_types": 35,
        "yosys-stat-cells": 159,
        "syn_inst": 159,
        "synth-edff-count": 0,
        "ys.flops": 41,
        "synth_seq_share_pct": 51.2,
        "syn_area_mm2": 0.00201,
        "yosys_area_mm2": 0.00201,
        "flop_cell": "dfrtp_1",
    },
    "grt": {
        "antenna_found_initial": 0,
        "grt_max_degree": 42,
        "globalRouteOverflowTotal": 0,
        "grt_first_pass_wirelength_um": 8700,
        "grt_usage_pct": 7.77,
        "grt_pass1_vias": 1963,
    },
    "pwr": {
        "powerDensity_mw_per_mm2": 370,
        "power_leakage_nw": 1.79,
        "ir_worst_vdd_mv": 0.354,
        "power.total_w": 0.00129,
    },
    "clocking": {
        "path_clk_slew_ps": 30,
        "cts_tree": "built",
        "cts_hold_buf": 0,
    },
    "cells_and_area": {
        "final_cells": 428,
        "final_layout_size_suffix_gt1_share_pct": 27.5,
        "syn2layout_area_growth_pct": 73.2,
        "final_util_pct": 36.1,
        "stdcell_area_mm2": 0.00348,
    },
    "run_status": {
        "status": "finished clean",
    },
    "job": {
        "maxCapViolCount": 0,
        "tool_warnings": 96,
    },
    "min_path": {
        "hold_class": "flop to flop",
    },
}
-- per-stage QoR --
| step | hold WS (ps) | setup TNS [ps] |
|---|---|---|
| global placement | 357 | 0 |
| global route | 383 | -1560 |
| finish | 372 | 0 |
| detailed placement | 361 | 0 |
| floorplan | 354 | 0 |
| CTS | 373 | -5.77 |
-- cell type report --
type	instances	area [um2]
clock buffer	36	462
clock inverter	36	188
fill	941	6160
inverter	22	86.3
multi-input combinational	79	821
sequential	41	1030
tap	133	166
timing repair buffer	80	719
timing repair inverter	1	7.51
-- synth_stat cells, types with 3 or more instances --
cell / instances / area share [%]
ha_1: 13 / 8.1
buf_4: 15 / 5.6
xor2_1: 5 / 2.2
xnor2_1: 6 / 2.6
dfrtp_1: 38 / 47
o21ai_1: 6 / 1.5
a21o_1: 5 / 1.9
nor2_1: 3 / 0.56
a21oi_1: 3 / 0.75
inv_1: 23 / 4.3
nand2_1: 4 / 0.75
fa_1: 8 / 8.0
dfstp_2: 3 / 3.9
-- cells by family (layout without fill, tap and decap cells) --
logic type               Yosys count  count (layout)  synth area share, %
flip-flops                        41              41                 51.2
buffers and inverters             39             175                 10.1
AND/OR/NAND/NOR                   23              23                 7.85
adder cells (fa/ha/maj)           21              21                 16.1
AND-OR/OR-AND                     21              21                 6.97
XOR/XNOR                          14              14                 7.78
-- per-layer routing --
metal  track usage [%]  part of all wire, %  wire, um
met5                 0                    0         0
met4              4.89                  2.7       137
met3              6.47                   12       632
met2              10.2                   46      2390
met1              8.31                   39      1980
-- sequential cells by signal, summed over array words and instances, names as in the netlist --
signal,cells
fpcx1.dx4.q,1
Input_inst.Breg_sign,1
fpcx1.dx6.qb,1
Input_inst.Areg_mantissa,7
fpcx1.dx4.qb,1
fpcx1.dx6.q,1
Input_inst.Areg_exponent,8
fpcx1.dx5.q,1
fpcx1.dx2.q,1
fpcx1.dx1.q,1
fpcx1.dx3.q,1
Input_inst.Breg_mantissa,7
fpcx1.dx2.qb,1
Input_inst.Breg_exponent,8
Input_inst.Areg_sign,1
-- final timing paths --
path | from | to | slack, ps | cells past startpoint
max in group asynchronous | reset | Input_inst.Areg_mantissa[0]$_DFF_PN0_ | 4280 | 2
min reg2reg | fpcx1.dx1.q$_DFF_PN0_ | fpcx1.dx2.q$_DFF_PN0_ | 370 | 0
min | fpcx1.dx1.q$_DFF_PN0_ | fpcx1.dx2.q$_DFF_PN0_ | 370 | 0
min in group clk2 | fpcx1.dx5.q$_DFF_PN0_ | fpcx1.dx6.q$_DFF_PN0_ | 390 | 0
max in group clk1 | Mode[0] | fpcx1.dx3.q$_DFF_PN0_ | 3930 | 2
max reg2reg | fpcx1.dx6.qb$_DFF_PN1_ | fpcx1.dx3.q$_DFF_PN0_ | 4320 | 1
max in group clk2 | Mode[1] | fpcx1.dx5.q$_DFF_PN0_ | 3960 | 2
min in group asynchronous | reset | Input_inst.Areg_sign$_DFF_PN0_ | 430 | 2
max | clk1 | clk_out | 160 | 7
min in group clk1 | fpcx1.dx3.q$_DFF_PN0_ | fpcx1.dx4.q$_DFF_PN0_ | 380 | 0
-- critical path: stages --
cell and delay (ps):
clkbuf_8 110, clkbuf_8 120, a222oi_1 330, clkbuf_8 220
clkbuf_8 160, inv_1 40, clkdlybuf4s50_1 400
-- power by group --
group,internal [W],switching (W),total (W)
Sequential,0.000245,0.00000789,0.000253
Clock,0.000607,0.000207,0.000813
Combinational,0.000125,0.0000947,0.000220
-- cell usage in the layout, fill, tap and decap left out, types with 4 or more instances in the layout --
master / instances
dfrtp_1: 38
inv_1: 54
nand2_1: 4
xnor2_1: 6
o21ai_1: 5
o21ai_2: 4
ha_1: 13
clkbuf_2: 11
a21o_1: 5
clkbuf_8: 32
fa_1: 6
clkdlybuf4s50_1: 56
xor2_1: 4
buf_4: 10
-- what timing repair did --
action | 4_1_cts | 5_1_grt
endpoints found under the setup margin | 26 | 26
gates cloned | 1 | 1
pin swaps | 5 | 8
buffers inserted | 6 | 3
endpoints found under the hold margin | 0 | 0
gates resized | 28 | 25
Power and IR drop assume default switching activity.
